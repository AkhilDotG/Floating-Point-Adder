==> design/flow/design.v <==
module Extraction(input [15:0]A73,[15:0]B73,
	output reg sign_A73,reg sign_B73,reg [10:0]m173,reg [10:0]m273,reg [4:0]exp73);
reg [4:0]exp_A73;
reg [4:0]exp_B73;
always @ (*) begin
	sign_A73 = A73[15];
	sign_B73 = B73[15];
	exp_A73 = A73[14:10];
	exp_B73 = B73[14:10];	
	if(A73 == 0) m173 = {1'b0,A73[9:0]};
		else m173 = {1'b1,A73[9:0]};  
	if(B73 == 0) m273 = {1'b0,B73[9:0]};
		else m273 = {1'b1,B73[9:0]};  
	if(exp_A73 > exp_B73)begin
		m173 = m173;
		m273 = m273 >> (exp_A73 - exp_B73);  
		exp73 = exp_A73;
				 end
	else if(exp_B73 > exp_A73) begin
		m273 = m273;
		m173 = m173 >> (exp_B73 - exp_A73);  
		exp73 = exp_B73; end
	else begin
		m173 = m173;                
		m273 = m273; 
		exp73 = exp_A73;end
end
endmodule
module Addition (input sign_A73,sign_B73,[10:0]m173,[10:0]m273, output reg res_sign73,reg [11:0]m_sum73 );
always @(*) begin
	if(sign_A73 != sign_B73)   
	begin
		if(m173 > m273) begin
			m_sum73 = m173 -m273;
			res_sign73 = sign_A73;  
		end
		else  if(m273 > m173) begin
			m_sum73 = m273 -m173;
			res_sign73 = sign_B73 ;  
		end 
		else  begin
			m_sum73 = 0; 		 
			res_sign73 = 0;		
		end 
	end
	else begin
		m_sum73 = m173 + m273;
		res_sign73 = sign_A73;
	end
end
endmodule
module Normalization1 (input [11:0]m_sum73,output reg dir73,reg [3:0]N73);
always @(*) begin
	casex(m_sum73)
			12'b1xxxxxxxxxxx:
			  begin
			    dir73 = 1'b1;
			    N73   = 4'b0001;	
			  end
			12'b01xxxxxxxxxx:
			  begin
			    dir73 = 1'b0;
			    N73  = 4'b0000;
			  end
			12'b001xxxxxxxxx:
			  begin
			    dir73 = 1'b0;
			    N73   = 4'b0001;
			  end
			12'b0001xxxxxxxx:
			  begin
			    dir73 = 1'b0;
			    N73   = 4'b0010;
			  end
			12'b00001xxxxxxx:
			  begin
			    dir73 = 1'b0;
			    N73   = 4'b0011;
			  end
			12'b000001xxxxxx:
			  begin
			     dir73 = 1'b0;
			     N73   = 4'b0100;
			  end
			12'b0000001xxxxx:
			  begin
			     dir73 = 1'b0;
			     N73   = 4'b0101;
			  end
			12'b00000001xxxx:
			  begin
			     dir73 = 1'b0;
			     N73   = 4'b0110;
			  end
			12'b000000001xxx:
			  begin
 			     dir73 = 1'b0;
			     N73   = 4'b0111;
			  end
			12'b0000000001xx:
			  begin
			     dir73 = 1'b0;
			     N73   = 4'b1000;
			  end
			12'b00000000001x:
			  begin
			     dir73 = 1'b0;
			     N73   = 4'b1001;
			  end
			12'b000000000001:
			  begin
			     dir73 = 1'b0;
			     N73   = 4'b1010;
			  end
			default:
			  begin
			    dir73 = 1'b0;
			    N73 = 4'b0;
			  end
      		endcase
end
endmodule
module Normalization2 (input reg [4:0]exp73,reg [11:0]m_sum73,reg dir73,[3:0]N73, output reg [4:0]res_exp73,reg [9:0]res_mant73);
reg [11:0]sum73;
always @ (*) begin
	res_exp73 = 0;
	sum73 = 0;
	if(dir73) begin   
		sum73 = m_sum73 >> N73;
		res_exp73 = exp73 +N73;end
	else begin        
		sum73 = m_sum73 << N73;
		res_exp73 = exp73 -N73;end
end
always @ (*) begin  
 	res_mant73 = sum73[9:0]; end
endmodule
module pipeline(input clk73,input [15:0]A73,input [15:0]B73,output reg [15:0]sum73);
	reg [15:0]numA73; reg [15:0]numB73;
	wire sign_A73;wire sign_B73;wire [10:0]m173;wire [10:0]m273;wire [4:0] exp73; 
	reg sign_A173;reg sign_B173;reg [10:0]m1173;reg [10:0]m2173;reg [4:0] exp173; 
	wire res_sign73;wire [11:0]m_sum73;
	reg res_sign173;reg [11:0]m_sum173;reg [4:0] exp273;
	wire dir73;wire [3:0]N73;
	reg res_sign273,dir173;reg [3:0]N173;reg [4:0]exp373;reg [11:0]m_sum273;
	wire [4:0]res_exp73;wire [9:0]res_mant73;
	Extraction E1(numA73,numB73, sign_A73,sign_B73,m173,m273,exp73);  
	Addition A1(sign_A173,sign_B173,m1173,m2173, res_sign73,m_sum73);  
	Normalization1 Norm1(m_sum173, dir73,N73);  
	Normalization2 Norm2(exp373,m_sum273,dir173,N173,res_exp73,res_mant73);  
	always@(posedge clk73) begin  
		numA73 <= A73;numB73 <= B73;
		sign_A173 <= sign_A73;sign_B173 <= sign_B73;
		m1173	<= m173;m2173<= m273;
		exp173<= exp73;
		res_sign173 <= res_sign73;
		m_sum173   <= m_sum73;
 		exp273      <= exp173;
		res_sign273 <= res_sign173;
		dir173  <= dir73;N173    <= N73;
		exp373  <= exp273;
		m_sum273 <= m_sum173;
	end  
	always@(*) begin    
	 sum73 = {res_sign273,res_exp73,res_mant73};end
endmodule
==> design/flow/run.sh <==
#!/bin/bash
# OpenROAD 26Q1-2900-gdf79404cd8, Yosys 0.63+post, stock flow scripts
make -C /OpenROAD-flow-scripts/flow DESIGN_CONFIG=/design/flow/config.mk WORK_HOME=/design/flow/orfs finish
==> design/flow/config.mk <==
export PLATFORM = sky130hd
export DESIGN_NAME = pipeline
export DESIGN_NICKNAME = pipeline
export VERILOG_FILES = /design/flow/design.v
export SDC_FILE = /design/flow/constraint.sdc
export NUM_CORES = 4
export LEC_CHECK = 1
export CORE_UTILIZATION = 50
export SYNTH_HDL_FRONTEND = slang
==> design/flow/constraint.sdc <==
current_design pipeline

set clk_period 8.5
set clk_io_pct 0.2

create_clock -name clk0 -period $clk_period [get_ports {clk73}]

set non_clock_inputs [all_inputs -no_clocks]
set_input_delay [expr $clk_period * $clk_io_pct] -clock clk0 $non_clock_inputs
set_output_delay [expr $clk_period * $clk_io_pct] -clock clk0 [all_outputs]
==> run notes <==
This note records the results obtained with Yosys and OpenROAD.

Status
The run finished with clean final reports.

STA
Across the routed clock network, the largest skew measured is between 7 and 8 ps. The total of endpoints with negative setup slack in the final report is 0. The final number of hold-violating endpoints is 0.

The final period demand of the worst path is about 5300 ps. The relative slew slack is 0.4063. The number of max-slew violations in the final report is 0.

Static timing analysis puts the maximum clock frequency at around 190 MHz. For the final routed database, the setup TNS stands at 0 ps. Setup repair after global routing left no endpoint under its margin. The transition time recorded at the tightest slew-check pin is approximately 880 ps. The final timing report gives a worst setup slack of between 3000 and 4000 ps. The worst hold margin is 326.9 ps. The period utilization is 0.6271.

Setup path
In this run the register-to-register setup slack is between 4000 and 5000 ps. The endpoint arrival time on the critical path is around 3600 ps. STA puts the critical path data required time at about 6800 ps. The setup path with the least slack is of type flip-flop to output pin. The critical-path maximum fanout is 23.

The launch point of the worst register-to-register path is recorded as m2173[9]. The startpoint type of the worst setup path is a flip-flop. The worst register-to-register path ends at m_sum173[9]. The kind of capture point of the worst setup path is an output pin. The logic depth of the worst register-to-register path is 11.

Run
Per the run summary, max-cap violations total 0. The stage logs contain a warning count of roughly 52.

Routing
The average via count per standard cell is roughly 5.8. Dividing the detail-routed wire length by the instance count gives 15.74 um. For this block, the initial DRC count from the detailed router was between 300 and 400.

The residual DRC count is 0. The wire length reported by the detailed router is ~14000 um. 0 antenna diodes ended up in the layout. Summing over every cut layer, the via total after detailed routing is 5060. Nets still carrying antenna violations after routing amount to 0. The pre-antenna-repair detailed-routing pass consisted of 21 iterations.

Yosys
The main flop type after synthesis is sky130_fd_sc_hd__dfxtp_1. The post-synthesis register bit count is 101. For this run, the number of Yosys warnings is 0. The total cell area reported by yosys after synthesis is ~6000 sq um. Summing every instance area after synthesis gives ~6000 sq um. The number of enable flip-flop cells is 0. The main area contributors are sky130_fd_sc_hd__dfxtp_1 33%, sky130_fd_sc_hd__ha_1 9.8%, sky130_fd_sc_hd__mux4_2 5.1%.

In the Yosys stats the netlist draws on 65 distinct library cells. The fraction of registers with async set or reset after synthesis is 0. The area fraction of the largest cell type after synthesis is 0.3291. The cell type with the largest total area after synthesis is sky130_fd_sc_hd__dfxtp_1. The synthesized area divided by synthesized cell count is ~9 sq um. The count of instantiated cells in the yosys netlist is 700.

Yosys instantiated no cell more often than sky130_fd_sc_hd__dfxtp_1. Of the synthesized area, sequential elements account for 0.3291. The synthesis run shows the most used standard cells to be 101 x sky130_fd_sc_hd__dfxtp_1, 59 x sky130_fd_sc_hd__nor2_1, 55 x sky130_fd_sc_hd__inv_1. The cell count after synthesis came out at 700.

Place
STA on the placed design reports a worst setup slack of between 3000 and 4000 ps. The wire-length estimate of the detail-placed layout is 10820 um. After detailed placement, the total cell area comes to 6700 sq um. At the end of routability-driven placement, the weighted congestion stood at approximately 0.95. The count of buffers added on input and output ports is between 40 and 50.

Clocking
The clock net in this run drives a total of approximately 100 sinks. The clock reaches the later pin of the worst-skew pair after roughly 340 ps. Clock tree synthesis selected as its root buffer the cell sky130_fd_sc_hd__clkbuf_16. The number of buffers on the longest clock path is 2. The post-CTS setup repair buffer count is 0. The number of gates resized after CTS was 0. The number of hold buffers added after CTS was 0.

Per the TritonCTS log, the buffer count is 9. The CTS tree is done. The timing report gives the clock slew at the launch and capture registers of the worst setup and hold paths as 60 ps. The H-tree generated during clock tree synthesis spans 3 levels.

Floorplan
The total area inside the core boundary comes to about 12000 sq um. Per the OpenROAD floorplan log, the area of the die is between 10000 and 15000 sq um. From bottom edge to top edge, the die measures about 110 um. The floorplan has 40 rows. The top-level port count is slightly below 50.

The core utilization at floorplan is 0.5116. The die width is about 110 um.

Min path
STA lists the startpoint of the worst hold path as exp273[1]. Counting instances, the worst hold path has a depth of 0. Hold analysis lists the worst path endpoint as exp373[1]. The path class of the lowest-slack min-delay path is flip-flop to flip-flop.

Global route
The first-pass GRT wire length is between 20000 and 25000 um. The total congestion overflow after global routing is 0. The total global routing track utilization is 0.2341. Entering global routing, the biggest net connects 32 pins. The initial antenna violation count is 0.

The via count of the first global-routing pass is ~4800.

Power
The total power divided by cell area is 308.3 nW/um^2. The standby leakage power is a little over 3 nW. The maximum resistive drop on vdd is around 0.00013 V.

Finish
After routing the design area is between 6000 and 7000 sq um. Of the cells placed in the final design, the portion with a size suffix greater than 1 is 0.07094. Per the run report, area growth between synthesis and finish was 13.91%. The final report gives the core utilization as 0.5827.
[worst max-delay path, cell delays in order (launching register included)]
cell,delay (ps)
sky130_fd_sc_hd__dfxtp_1,800
sky130_fd_sc_hd__inv_1,400
sky130_fd_sc_hd__ha_1,370
sky130_fd_sc_hd__mux2_2,290
sky130_fd_sc_hd__fa_1,460
sky130_fd_sc_hd__a21o_1,190
sky130_fd_sc_hd__a21oi_1,180
sky130_fd_sc_hd__xnor2_1,130
sky130_fd_sc_hd__clkdlybuf4s50_1,470
[registers in the layout, indices dropped and copies added, names as in the netlist, 5 cells and up]
signal / cells
numA73: 16
m2173: 11
m_sum173: 12
exp173: 5
exp373: 5
m_sum273: 11
m1173: 11
numB73: 16
exp273: 5
[metal layers]
metal  track usage  part of all wire  vias up
li1              -                 -     2565
met1        0.3348              0.45     2335
met2        0.3909              0.48      138
met3       0.03603             0.048       22
met4       0.04737             0.020        0
met5             0                 0        -
[metrics by stage]
stage | total power, mW | instances
2_1_floorplan | 1.399 | 700
3_3_place_gp | 1.768 | 864
3_5_place_dp | 1.770 | 864
4_1_cts | 2.172 | 880
5_1_grt | 2.337 | 880
6_report | 2.158 | 880
[power by group]
part           switching, mW  internal [mW]
sequential             0.108          0.577
clock                  0.172          0.220
combinational          0.530          0.552
[how the worst max path moves through the flow]
stage	slack (ps)	startpoint	to
after CTS	3140	N173[1]	sum73[14]
after global routing	2910	N173[1]	sum73[14]
final	3170	N173[1]	sum73[14]
[cell families (layout without fill, tap and decap cells)]
logic type                 Yosys count  count (layout)  share of synthesized area
AOI/OAI and AO/OA                  191             191                     0.2089
muxes                               43              43                     0.1020
and+or+nand+nor                    195             195                     0.1513
adders and majority gates           54              54                     0.1173
buffers and inverters               96             129                    0.06292
xor gates and xnor gates            20              20                    0.02851
DFF                                101             101                     0.3291
[final cells by class]
cell class,count,area [sq um]
Fill cell,1043,5012
Multi-Input combinational cell,503,3736
Sequential cell,101,2022
Timing Repair Buffer,57,548.0
Clock buffer,11,252.7
Inverter,56,210.2
Tap cell,147,183.9
Clock inverter,5,46.29
[layout by cell type, fill, tap and decap left out, drive strengths merged, types with 3 or more instances in the layout]
cell	netlist	routed
a2111oi	3	3
a211oi	5	5
a21o	10	10
a21oi	31	31
a221oi	9	9
a22o	4	4
a311oi	5	5
a31oi	8	8
and2	4	4
and3	5	5
buf	10	9
clkbuf	30	11
clkdlybuf4s50	0	48
dfxtp	101	101
fa	6	6
ha	48	48
inv	55	59
mux2	7	7
mux2i	22	22
mux4	14	14
nand2	53	53
nand2b	10	10
nand3	4	4
nand3b	6	6
nand4	5	5
nor2	59	59
nor2b	5	5
nor3	18	18
nor4	11	11
o211ai	9	9
o21a	5	5
o21ai	48	48
o21bai	15	15
o221ai	3	3
o22ai	9	9
o31ai	6	6
or3	10	10
xnor2	14	14
xor2	6	6
Power and IR drop assume default switching activity.
